==> flow/design.v <==
module SPImem(din, rx_valid, clk, rst_n, dout, tx_valid);
	input rx_valid, clk, rst_n;
	parameter MEM_DEPTH=256, ADDR_SIZE=8;
	input [ADDR_SIZE+1:0] din;
	output reg [ADDR_SIZE-1:0]dout;
	output reg tx_valid;
	reg [ADDR_SIZE-1:0] addr;
	reg sent;
	reg [ADDR_SIZE-1:0] mem [MEM_DEPTH-1:0];
	always @(posedge clk or negedge rst_n) begin
		if (~rst_n) begin
			dout<='b0;
			tx_valid<=0;
			sent<=0;
		end
		else if (rx_valid && din[9:8]!=2'b11) begin
			if (din[9:8]==2'b01) begin
				mem[addr]<=din[7:0];
				tx_valid<=0;
			end
			else begin
				addr<=din[7:0];
				tx_valid<=0;
				if (din[9:8]==2'b10) begin
					sent<=0;
				end
				else begin
					sent<=1;
				end
			end
		end
		else if (din[9:8]==2'b11 && sent==0) begin
			dout<=mem[addr];
			tx_valid<=1;
			sent<=1;
		end
		else begin
			tx_valid<=0;
		end
	end
endmodule
module SPIslav(MOSI, MISO, SS_n, clk, rst_n, rx_data, rx_valid, tx_data, tx_valid);
	parameter IDLE=3'b000, CHK_CMD=3'b001, WRITE=3'b010, READ_ADD=3'b011, READ_DATA=3'b100;
	input MOSI, SS_n, tx_valid, clk, rst_n;
	output reg MISO, rx_valid;
	input [7:0] tx_data;
	output reg [9:0] rx_data;
	reg [2:0] cs,ns;
	reg readflag;
	reg [3:0] counter;
	reg [9:0] addr_data;
	always @(posedge clk or negedge rst_n) begin
		if (~rst_n) begin
			MISO<=0;
			counter<=0;
			readflag<=0;
			addr_data<=0;
			rx_valid<=0;
			rx_data<=0;
			cs<=IDLE;
		end
		else begin
			cs<=ns;
			if (~SS_n) begin
				if (cs==IDLE) begin
					rx_valid<=0;
					MISO<=0;
				end
				else if (cs==CHK_CMD) begin
					rx_valid<=0;
					MISO<=0;				
				end
				else if (counter!=9 && cs!=READ_DATA) begin
					addr_data<={addr_data,MOSI};
					counter<=counter+1;
					rx_valid<=0;
					MISO<=0;
				end
				else if (cs==WRITE) begin
					rx_valid<=1;
					rx_data<={addr_data,MOSI};
					counter<=0;
				end
				else if (cs==READ_ADD) begin
					rx_valid<=1;
					rx_data<={addr_data,MOSI};
					counter<=0;
					readflag<=1;
				end
				else if (cs==READ_DATA) begin
					if (counter!=9 && readflag) begin
						addr_data<={addr_data,MOSI};
						counter<=counter+1;
						rx_valid<=0;
						MISO<=0;
					end
					else if (readflag) begin
						rx_valid<=1;
						rx_data<={addr_data,MOSI};
						readflag<=0;
					end
					else begin
						rx_valid<=0;
						rx_data<=0;
						if (~readflag && counter==9) begin
							counter<=0;
						end
						else if (tx_valid==1) begin
							addr_data[7:0]<=tx_data;
							MISO<=tx_data[7];
						end
						else begin
							{MISO, addr_data[6:1]}<=addr_data[6:0];
						end
					end
				end
				else begin
					rx_valid<=0;
					MISO<=0;
					counter<=0;
				end
			end
			else begin
				rx_valid<=0;
				MISO<=0;
				counter<=0;
			end
		end
	end
	always @(cs, SS_n, tx_valid, MOSI) begin
		case (cs)
			IDLE:
				if (~SS_n) begin
					ns=CHK_CMD;
				end
				else begin
					ns=IDLE;
				end
			CHK_CMD:
				if (~SS_n) begin
					if (~MOSI) begin
						ns=WRITE;
					end
					else if (~readflag) begin
						ns=READ_ADD;
					end
					else begin
						ns=READ_DATA;
					end
				end
				else begin
					ns=IDLE;
				end
			WRITE:
				if (~SS_n) begin
					ns=WRITE;
				end
				else begin
					ns=IDLE;
				end
			READ_ADD:
				if (~SS_n) begin
					ns=READ_ADD;
				end
				else begin
					ns=IDLE;
				end
			READ_DATA:
				if (~SS_n) begin
					ns=READ_DATA;
				end
				else begin
					ns=IDLE;
				end
			default: ns=IDLE;
		endcase
	end
endmodule
module SPIwrap(MOSI, SCK, SS_n, rst_n, MISO);
	input MOSI, SCK, SS_n, rst_n;
	output MISO;
	wire rx_valid, tx_valid;
	wire [7:0] tx_data;
	wire [9:0] rx_data;
	SPImem SPImem1(rx_data, rx_valid, SCK, rst_n, tx_data, tx_valid);
	SPIslav SPIslav1(MOSI, MISO, SS_n, SCK, rst_n, rx_data, rx_valid, tx_data, tx_valid);
endmodule
==> flow/run.sh <==
#!/bin/bash
# OpenROAD 26Q1-2900-gdf79404cd8, Yosys 0.63+post, stock flow scripts
make -C /OpenROAD-flow-scripts/flow DESIGN_CONFIG=/design/flow/config.mk WORK_HOME=/design/flow/orfs finish
==> flow/config.mk <==
export PLATFORM = sky130hd
export DESIGN_NAME = SPIwrap
export DESIGN_NICKNAME = SPIwrap
export VERILOG_FILES = /design/flow/design.v
export SDC_FILE = /design/flow/constraint.sdc
export NUM_CORES = 4
export LEC_CHECK = 1
export CORE_UTILIZATION = 50
==> flow/constraint.sdc <==
current_design SPIwrap

set clk_period 11.1
set clk_io_pct 0.2

create_clock -name clk0 -period $clk_period [get_ports {SCK}]

set non_clock_inputs [all_inputs -no_clocks]
set_input_delay [expr $clk_period * $clk_io_pct] -clock clk0 $non_clock_inputs
set_output_delay [expr $clk_period * $clk_io_pct] -clock clk0 [all_outputs]
==> out/notes.md <==
Warnings reported by Yosys during synthesis add up to 3. For reference, the critical path is captured by SPImem1.dout[6]. The flow ran to the end, and the final reports show no timing, DRC or antenna violations.

The critical path's most frequent cell was sky130_fd_sc_hd__buf_4. The wire length on met1 was 113000 um; the number of inserted filler cells in the final layout was 12000. The worst path needs 5.27 ns of the cycle, external delays included. Most used flip-flop cell after synthesis: sky130_fd_sc_hd__edfxtp_1. The analysis reports a worst IR drop on VDD of 0.185 mV.

The run gives 57.5% for the fraction of the core area covered by cells at the end of the flow. The run gives 79900 um2 for the cell area after technology mapping. At the placement stage, the worst setup path has a slack of 5.35 ns.

The leading cell type by number of instances after synthesis is sky130_fd_sc_hd__edfxtp_1. Max-slew violation total from the final report: 0. The timing report gives the biggest stage delay along the critical path as 0.67 ns.

By count the netlist is led by sky130_fd_sc_hd__edfxtp_1 (2056), sky130_fd_sc_hd__nand3_1 (523), sky130_fd_sc_hd__a22oi_1 (472). The detail route stage leaves a number of antenna-violating nets equal to 0. The first global-routing pass estimated 536000 um of wire. Per the final timing report, the hold violations number 0. The main area contributors are sky130_fd_sc_hd__edfxtp_1 (77%), sky130_fd_sc_hd__a22oi_1 (4.4%), sky130_fd_sc_hd__nand3_1 (3.3%), sky130_fd_sc_hd__nor2_1 (1.4%), sky130_fd_sc_hd__a32oi_1 (1.3%).

The first routing iteration left 6692 violations. The share of the Yosys chip area taken by registers is 78.5%. The run gives 27 for the number of logged tool warnings. The run gives 6.03 ns as the arrival time at the worst endpoint.

The ratio of routed vias to standard cells is 7.45. For this block, the routed nets add up to 413000 um of wire. The run gives 0.06 ns for the clock transition time at the flip-flop clock pins of the worst setup and hold paths. The synthesized netlist was found by Yosys to have 4998 cells. With the count of standard-cell rows at 146, the HPWL reported at the end of detailed placement is 287000 um. The run gives 402 um for the die extent in y.

The logs give 4998 for the post-synthesis cell count and 2097 for the clock net sink count. The run gives 5 for the number of buffer and inverter stages on the critical path. The worst setup path is launched from a register. The synthesized design contains 2056 enable-type register cells. For the total power consumption of the routed design, the log shows 15.8 mW. The top layer reached by signal wires was met5. The tightest hold margin was 0.497 ns; the highest achievable clock rate was 0.190 GHz.

The mean area per synthesized cell is 16.0 um2. For the number of buffers inserted to repair setup after CTS, the log shows 0. The count of non-filler cells in the finished layout is 7459, and the number of CTS-inserted buffers is 212. For this design, the CTS-stage hold fixing added 0 buffers. Per STA, the startpoint of the critical path is SPImem1.addr[7]. The tools report the master cell of the clock root buffer as sky130_fd_sc_hd__clkbuf_16.

Number of global-route vias before repair: 56700. Summed over all failing endpoints, the final setup total negative slack is 0 ns. The number of synthesized register bits is 2097, and the remaining design rule violation count is 0.

Logic depth along the worst register-to-register path is recorded as 12. The post-route netlist has 14.3% of its cells at a drive strength greater than 1. The clock tree synthesis step divided the H-tree into 4 levels. After synthesis, the netlist uses 70 different library cells. TritonCTS built the clock tree.

The destination of the worst register-to-register timing path was SPImem1.dout[6]. The timing report shows that the slowest cell on the worst path is sky130_fd_sc_hd__a2111oi_0. Setup repair after global routing left no endpoint under its margin.

The run gives 55600 as the routed via count. The required time of the critical path was 11.86 ns; the slew of the pin with the lowest slew margin was 1.38 ns. The run gives 82600 um for the sum of met3 wire segment lengths after detailed routing. Once placement finished, the instance area stood at 84200 um2. The total die area is 161000 um2, and the number of cells after detailed placement is 7027. The worst path uses 47.5% of the clock period. Clock skew on the completed layout was measured at 0.0404 ns. Entering global routing, the biggest net connects 85 pins. Per the synthesis report, the dominant area consumer among library cells is sky130_fd_sc_hd__edfxtp_1.

Walking the worst path, the cells encountered are buf_4 > buf_4 > nand4b_1 > buf_4 > buf_4 > nor2_1 > a2111oi_0 > nand3_1 > or4_1 > nor4_1 > buf_4 > a21oi_1. The final weighted congestion recorded by global placement is 1.12. Startpoint-to-endpoint class of the critical path: register to register. The tools report the post-layout instance area as 91200 um2. The run gives 0 for the post-cts sizing count. The script logs the mean routed wire length per placed instance as 55.4 um. The total met2 wirelength after detailed routing was 169000 um; the post-route worst setup slack was 5.83 ns. The tools report the kind of end point of the critical path as a register.

For this configuration, the core starts out at a cell density of 50.4%. The count of buffers inserted at the top-level ports was 4. The static leakage is 21.6 nW, and the portion of synthesized cell area occupied by the leading cell type is 77.2%. The kind of cell adding the most delay to the critical path was simple AND/OR/NAND/NOR gates.

The run gives 3 for the number of buffers on the longest clock path. With the die width at 402 um, the initial antenna violation count is 57. For the worst-skew pair, the clock arrives at the later sink with an insertion delay of 0.87 ns. The run gives 5.83 ns as the slack of the worst reg-to-reg path. STA lists the maximum fanout along the critical path as 25. The number of top-level design ports was 5. With the area inside the core boundary at 159000 um2, the first-pass iteration count of the detailed router is 8. STA reports the tightest min-delay check as being of type register to register.

The run gives 0 as the total congestion overflow after global routing. Per the timing report, the most critical flop-to-flop path originates at SPImem1.addr[7]. Per the run report, area growth between synthesis and finish was 14.1%.

Along the worst hold path, the cell count comes to 2. The run gives 57.8% as the overall track demand over capacity in global routing. Walking the critical path from launch to capture passes 12 cell instances. The number of maximum-capacitance violations recorded for the run is 0. The logs give 79900 um2 for the summed standard-cell area reported by yosys and 7.88% for the headroom to the max-slew limit.

Dividing total power by cell area gives a power density of 173 nW/um2. Of all flip-flops after synthesis, the portion carrying an async set or reset was 1.96%. The run gives 0 as the total of endpoints with negative setup slack in the final report.
logic make-up after synthesis:
| group | synth area share (%) |
|---|---|
| buf+inv | 2.29 |
| mux | 0.152 |
| simple gates | 9.21 |
| flops | 78.5 |
| compound gates | 9.75 |
| xor+xnor | 0.0329 |
| fa+ha+maj | 0.0313 |
sequential cells by signal, summed over array words and instances (netlist names):
name and flops:
SPImem1.mem 2048, SPIslav1.rx_data 10, SPIslav1.addr_data 9, SPImem1.addr 8
SPImem1.dout 8, SPIslav1.cs 5, SPIslav1.counter 4, SPImem1.sent 1
SPImem1.tx_valid 1, SPIslav1.MISO 1, SPIslav1.readflag 1, SPIslav1.rx_valid 1
layer usage:
metal	vias up	GRT usage, %
li1	21000	-
met1	27200	63.2
met2	5711	72.0
met3	1554	48.3
met4	88	43.1
met5	-	15.4
power breakdown:
group          switching [mW]  internal, mW  leakage (nW)
registers             0.00510          8.56          11.9
clock network            3.13          4.06          3.35
logic                  0.0107       0.00547          6.36
total                    3.15          12.6          21.6
cell usage in the layout (no fill, tap or decap), types with 31 or more instances in the layout:
| cell type | Yosys | layout |
|---|---|---|
| sky130_fd_sc_hd__nand2_1 | 97 | 94 |
| sky130_fd_sc_hd__nand3_1 | 523 | 523 |
| sky130_fd_sc_hd__o22ai_1 | 144 | 143 |
| sky130_fd_sc_hd__nor4_1 | 75 | 64 |
| sky130_fd_sc_hd__a32oi_1 | 123 | 123 |
| sky130_fd_sc_hd__and3_1 | 40 | 40 |
| sky130_fd_sc_hd__nand4_1 | 157 | 157 |
| sky130_fd_sc_hd__diode_2 | 0 | 41 |
| sky130_fd_sc_hd__buf_4 | 11 | 343 |
| sky130_fd_sc_hd__dfrtp_1 | 40 | 32 |
| sky130_fd_sc_hd__clkbuf_1 | 153 | 31 |
| sky130_fd_sc_hd__nor2_1 | 306 | 305 |
| sky130_fd_sc_hd__clkinv_2 | 0 | 40 |
| sky130_fd_sc_hd__clkinv_1 | 0 | 63 |
| sky130_fd_sc_hd__a22oi_1 | 472 | 472 |
| sky130_fd_sc_hd__a21oi_1 | 111 | 111 |
| sky130_fd_sc_hd__nor3_1 | 75 | 52 |
| sky130_fd_sc_hd__edfxtp_1 | 2056 | 2056 |
| sky130_fd_sc_hd__or4_1 | 41 | 40 |
| sky130_fd_sc_hd__clkbuf_16 | 0 | 214 |
| sky130_fd_sc_hd__o21ai_0 | 36 | 35 |
| sky130_fd_sc_hd__a22o_1 | 57 | 57 |
worst reg2reg max path: stages, from the launching register on:
cell and delay [ns]:
sky130_fd_sc_hd__edfxtp_1 0.33, sky130_fd_sc_hd__buf_4 0.21, sky130_fd_sc_hd__buf_4 0.40, sky130_fd_sc_hd__nand4b_1 0.51
sky130_fd_sc_hd__buf_4 0.42, sky130_fd_sc_hd__buf_4 0.63, sky130_fd_sc_hd__nor2_1 0.37, sky130_fd_sc_hd__a2111oi_0 0.67
sky130_fd_sc_hd__nand3_1 0.13, sky130_fd_sc_hd__or4_1 0.56, sky130_fd_sc_hd__nor4_1 0.59, sky130_fd_sc_hd__buf_4 0.28
sky130_fd_sc_hd__a21oi_1 0.08
how the worst min path moves through the flow:
| stage | slack (ns) | startpoint | to |
|---|---|---|---|
| after CTS | 0.50 | SPIslav1.MISO | SPIslav1.MISO |
| after global routing | 0.52 | SPIslav1.MISO | SPIslav1.MISO |
| final | 0.50 | SPIslav1.MISO | SPIslav1.MISO |
cell type report:
class	instances	area [um2]	area share [%]
Antenna cell	41	103	0.113
Clock buffer	245	5470	6.00
Clock inverter	146	1410	1.55
Inverter	14	52.6	0.0576
Multi-Input combinational cell	2484	15900	17.4
Sequential cell	2097	62800	68.9
Tap cell	2072	2590	2.84
Timing Repair Buffer	360	2870	3.15
Power and IR drop assume default switching activity.
